==> ./design.v <==
module controle (clock, Op, tx, ty, tz, tula);
input wire [2:0]Op; 
input wire clock;
output reg[3:0]tx;
output reg[3:0]ty;
output reg[3:0]tz;
output reg[3:0]tula;
 always @(posedge clock)begin
case(Op)
  3'b000:begin		 
	tx = 4'b0001;
	ty = 4'b0000;
	tz = 4'b0000;
	tula = 1'b0;
 end
   3'b001:begin		 
	tx = 4'b0001;
	ty = 4'b0001;
	tz = 4'b0010;
	tula = 1'b0;
 end
   3'b010:begin         
	tx = 4'b0000;
	ty = 4'b0001;
	tz = 4'b0010;
	tula = 1'b0;
 end
 3'b011:begin     
	tx = 4'b0010;
	ty = 4'b0011;
	tz = 4'b0010;
	tula = 1'b0;
 end
  3'b100:begin		 
	tx = 4'b0010;
	ty = 4'b0000;
	tz = 4'b0001;
	tula = 1'b0;
 end
endcase 
end
endmodule 
==> ./run.sh <==
#!/bin/bash
# OpenROAD 26Q1-2900-gdf79404cd8, Yosys 0.63+post, stock flow scripts
make -C /OpenROAD-flow-scripts/flow DESIGN_CONFIG=/design/flow/config.mk WORK_HOME=/design/flow/orfs finish
==> ./config.mk <==
export PLATFORM = sky130hd
export DESIGN_NAME = controle
export DESIGN_NICKNAME = controle
export VERILOG_FILES = /design/flow/design.v
export SDC_FILE = /design/flow/constraint.sdc
export NUM_CORES = 4
export LEC_CHECK = 1
export CORE_AREA = 10 10 70 70
export DIE_AREA = 0 0 80 80
==> ./constraint.sdc <==
current_design controle

set clk_period 1.0
set clk_io_pct 0.2

create_clock -name clk0 -period $clk_period [get_ports {clock}]

set non_clock_inputs [all_inputs -no_clocks]
set_input_delay [expr $clk_period * $clk_io_pct] -clock clk0 $non_clock_inputs
set_output_delay [expr $clk_period * $clk_io_pct] -clock clk0 [all_outputs]
==> job_summary.md <==
## PnR job results

| Metric | Value |
|---|---|
| Sequential fraction of the synthesis area | `between 50% and 60%` |
| Logic area | `between 90 and 100 sq um` |
| Buffers added on ports | `9` |
| Post-DP HPWL | `513 um` |
| Tightest Hold Check Type | `input pin to flop` |
| Horiz. Die Dim | `about 80 um` |
| Hold Crit Start | `Op[0]` |
| Clock slew at reported path FFs | `approximately 0.040 ns` |
| Worst Path Required | `about 0.80 ns` |
| Main area contributors | `edfxtp_1, buf_4, o21ai_0` |
| Worst vdd ir | `0.199 mV` |
| Unique cell types | `10` |
| Ao+oa area frac | `7.06%` |
| Syn_area_per_cell | `between 10 and 15 sq um` |
| Synth logic family | `buffers and inverters` |
| TritonCTS clock tree | `yes` |
| I/O pins | `20` |
| Drt pass-1 iters | `2` |
| FILL cells | `397` |
| Max Cap Violations | `0` |
| Run status | `finished, final reports clean` |
| Crit path DAT | `around 0.76 ns` |
| Core area | `~3400 sq um` |
| Vias in the first global route | `between 200 and 250` |
| Fmax | `1050 MHz` |
| RSZ-0062 raised after global routing | `false` |
| Fraction of layout cells with a size suffix above 1 | `28.2%` |
| Yosys top cell by area | `edfxtp_1` |
| Final Routed Wirelength | `604 um` |
| Clock Sinks | `6` |
| Yosys xor share | `0%` |
| M2 GR Usage | `just under 3%` |
| Final Non-Filler Cells | `between 80 and 90` |
| GR Overflow Total | `0` |
| Commonest cells post-synth | `buf_4, edfxtp_1, o21ai_0, nor2_1` |
| Adder-cell share of the synthesized area | `0%` |
| Largest stage delay on the critical path | `0.34 ns` |
| Die Y | `around 80 um` |
| Met1 GRT Util | `roughly 1.6%` |
| Post-synth ARST share | `0%` |
| MUX share of area | `3.14%` |
| # diodes | `0` |
| Post-Syn Instances | `27` |
| Initial drt markers | `24` |
| # H-tree levels | `1` |
| Seq. cell area | `180 sq um` |
| Post-synth top area share | `roughly 56%` |
| Power per cell area | `1370 nW/um^2` |
| Leakage | `approximately 0.19 nW` |
| DRC Markers | `0` |
| Worst path top cell family by delay | `flip-flops` |
| Crit start category | `flop` |
| GPL Wtd Cong | `0.692` |
| # rows | `21` |
| Setup violators final | `0` |
| Hold WS | `between 0.4 and 0.5 ns` |
| Worst Setup Path Type | `flop to primary output` |
| Largest net degree at the start of global routing | `8` |
| Fp util | `9.34%` |
| Max Slew Vio Count | `0` |
| CP max-delay cell | `edfxtp_1` |
| First-pass GRT wire length | `876 um` |
| CP Launch Point | `tz[1]` |
| Root Buffer | `clkbuf_4` |
| Antenna Nets Post-Route | `0` |
| Post-CTS Setup Inserts | `0` |
| Post-layout period usage | `between 90% and 100%` |
| Yosys warning total | `1` |
| CTS max path bufs | `2` |
| Min Clock Period, post-route | `0.956 ns` |
| Simple-Gate Area Share | `around 7.5%` |
| Post-CTS Hold Fix Bufs | `0` |
| Mapped cell area | `319 sq um` |
| Worst path depth | `1` |
| Final Hold Viols | `0` |
| Worst Path Max Fanout | `1` |
| Top-count cell post-synth | `buf_4` |
| Routed vias/inst | `~2.3` |
| CP Cell Sequence | `clkdlybuf4s15_1` |
| DP Cell Count | `82` |
| GR Util met3 | `less than 1%` |
| Num CTS Buffers | `3` |
| Element type at the critical path end | `primary output` |
| Fin util | `12.6%` |
| Number of enable flip-flop cells | `6` |
| Routed len/inst | `7.11 um` |
| Total track usage | `about 1.6%` |
| Worst Hold Depth | `3` |
| Number of buffer and inverter stages on the critical path | `1` |
| Via Count | `between 150 and 200` |
| Chip area line of the yosys report | `319 sq um` |
| Most used flip-flop cell | `edfxtp_1` |
| Initial antenna violation count | `0` |
| Seq cells post-synth | `6` |
| Syn-to-layout area delta | `34.5%` |
| Tool Warnings | `25` |
| Most Crowded Layer GR | `met2` |
| Yosys cell count | `27` |
| Chip area | `approximately 6400 sq um` |
## registers in the layout, indices dropped and copies added, names as in the netlist
name,flops
ty,2
tz,2
tx,2
## layout by cell type, fill, tap and decap left out, types with 2 or more instances in the layout
master         count
buf_2              2
clkbuf_2           3
clkbuf_4           3
conb_1            10
dlygate4sd2_1      3
edfxtp_1           6
o21ai_0            3
## where the power goes
part           total (mW)  internal, mW  switching (mW)
sequential          0.313         0.307         0.00606
clock               0.216         0.135          0.0811
combinational      0.0608        0.0344          0.0264
total               0.590         0.476           0.114
## stage by stage
step,cell area (sq um),power (mW),TNS (ns),setup WS [ns]
after floorplan,353,0.355,0,0.245
after global placement,433,0.407,-3.27,-0.311
after detailed placement,433,0.406,-3.38,-0.321
after CTS,444,0.608,0,0.00614
after global routing,429,0.623,0,0.00174
final,429,0.590,0,0.0442
## metal layers
metal	up-vias	wire, um
li1	95	-
met1	88	214
met2	8	334
met3	2	41
met4	0	13
met5	-	0
## path summary, 6_finish.rpt
path                    end
worst max-delay path  tz[1]
worst min-delay path  ty[0]
## cell families after synthesis
group	Yosys count
AND/OR/NAND/NOR	4
AND-OR/OR-AND	4
other	1
flip-flops	6
buffers and inverters	11
multiplexers	1
## layout make-up
type / instances / area share (%)
Clock buffer: 3 / 5.25
Tap cell: 46 / 13.4
Timing Repair Buffer: 10 / 16.0
Multi-Input combinational cell: 19 / 22.4
Sequential cell: 6 / 42.0
Inverter: 1 / 0.875
## what timing repair did
item                       4_1_cts  5_1_grt
gates resized                   18        3
setup endpoints to repair       17        3
cloned                           0        0
Power is estimated from default activity; no workload was simulated.
