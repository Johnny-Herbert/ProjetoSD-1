## ./design.v

```verilog
module contador(clock, rco, S);
input wire clock;
output reg [3:0]S;
output reg rco;
initial S = 4'b0000;
always @(posedge clock)begin
	if(S == 4'b1111)begin
		S = 4'b0000;
		rco = 1;
	end else begin
		S = S + 1'b1;
		rco = 0;
	end
end
endmodule
```

## ./config.mk

```make
export PLATFORM = sky130hd
export DESIGN_NAME = contador
export DESIGN_NICKNAME = contador
export VERILOG_FILES = /design/flow/design.v
export SDC_FILE = /design/flow/constraint.sdc
export NUM_CORES = 4
export LEC_CHECK = 1
export CORE_AREA = 10 10 70 70
export DIE_AREA = 0 0 80 80
```

## ./constraint.sdc

```tcl
current_design contador

set clk_period 1.0
set clk_io_pct 0.2

create_clock -name clk0 -period $clk_period [get_ports {clock}]

set non_clock_inputs [all_inputs -no_clocks]
set_input_delay [expr $clk_period * $clk_io_pct] -clock clk0 $non_clock_inputs
set_output_delay [expr $clk_period * $clk_io_pct] -clock clk0 [all_outputs]
```

## ./run.sh

```bash
#!/bin/bash
# OpenROAD 26Q1-2900-gdf79404cd8, Yosys 0.63+post, stock flow scripts
make -C /OpenROAD-flow-scripts/flow DESIGN_CONFIG=/design/flow/config.mk WORK_HOME=/design/flow/orfs finish
```

==> deck_impl_summary.md <==
Physical Implementation Snapshot

Synth
  – Yosys xor share: 0.05385
  – Simple share: 0.1308
  – Yosys chip area: 162.7 um2
  – Adder Area Share: 0.07692
  – Multiplexer share: 0
  – Share of the yosys chip area belonging to registers: 0.6154
  – Post-Synthesis Cells: 13
  – Post-synth cell types: 8
  – Syn Area/Cell: 12.51 um2
  – Dominant kind of combinational cell: simple AND/OR/NAND/NOR gates
  – Synth warnings: 1
  – Mapped Area: 162.7 um2
  – Yosys cell count: 13
  – Synth Area in Compound Gates: 0.1231
  – Post-synth regs: 5

GRT
  – GRT Total Usage: 0.01623
  – Grt ovf: 0
  – Pin count of the biggest net entering global routing: 5
  – First-pass GRT wire length: 759 um
  – Vias in the first global route: 180
  – Initial antenna violation count: 0

Die
  – Rows: 21
  – Top Ports: 6
  – Die area: 6400 um2
  – Die Height: 80 um
  – Starting density of the core: 0.04762
  – Core footprint: 3416 um2
  – Die Wd: 80 um

Final layout
  – Fin cells: 74
  – Syn-to-layout area delta: 121.5%
  – Share of cells above drive strength 1: 0.5714

Clock tree
  – Clock buffer depth: 2
  – CTS tree: done
  – CTS clk-pin slew, worst paths: 0.04 ns
  – Clk latency late pin: 0.24 ns
  – TritonCTS Buffers: 3
  – Root Buffer: clkbuf_4
  – Depth of the CTS H-tree: 1
  – CTS Sinks: 5

Critical path
  – Worst Path Required: 1.17 ns
  – Worst EP arrival: 1.13 ns
  – Crit path kind: register to register
  – Crit-path max FO: 3
  – CP Capture Type: register
  – Startpoint types: register
  – R2r setup slk: 0.04 ns

Detailed routing
  – Iter 0 DRT Violations: 0
  – DRC: 0
  – Routed via count: 158
  – WL/cell: 6.703 um
  – Vias/cell: 2.135
  – Detail Route Antenna Nets: 0
  – Antenna diodes: 0
  – DRT Wirelength: 496 um
  – 1st-pass router iterations: 1

Pwr
  – Clock share of power: 0.539
  – Combinational Power Share: 0
  – Cell Int Power: 0.3508 mW
  – Cell Pwr Density: 1203 nW/um2
  – Switch Pwr: 0.08265 mW
  – Leak pwr: 0.1516 nW
  – Switching portion of total power: 0.1907
  – Maximum VDD drop: 0.4335 mV
  – Sequential share of power: 0.461

Run
  – Max-Cap Viols: 0
  – Tool warnings: 25

Min path
  – Hold crit path type: register to register

Final timing
  – Max Slew Vio Count: 0
  – Endpoints failing setup: 0
  – Tmin final: 0.9630 ns
  – Setup Skew: 0.003584 ns
  – Final worst slack: 0.03698 ns
  – WHS: 0.5427 ns
  – Worst rel slew slack: 0.8970
  – Worst-Margin Slew: 0.1537 ns
  – Max Clock Freq: 1.038 GHz
  – Fin crit share: 0.9630
  – RSZ-0062 raised after global routing: no
  – Final hold violation count: 0

Status
  – Status: finished clean

Placed design
  – Dpl cells: 69
  – Port Buffer Count: 5
  – Worst slack at placement: -0.02666 ns
  – Final GP Congestion: 0.6703
flip-flops by register name, indices dropped and copies added (netlist names):
signal	flops
rco	1
S	4
placed cells by master (no fill, tap or decap), drive strengths merged:
master         count
a31oi              2
xor2               1
ha                 1
clkdlybuf4s15      5
dfxtp              5
clkbuf             4
a21o               1
nor2b              1
nor2               1
buf                6
and3               1
logic make-up (layout without fill, tap and decap cells):
| logic type | count (synthesis) | count (layout) |
|---|---|---|
| buffers and inverters | 0 | 15 |
| AND-OR/OR-AND | 3 | 3 |
| flip-flops | 5 | 5 |
| XOR/XNOR | 1 | 1 |
| AND/OR/NAND/NOR | 3 | 3 |
| adder cells (fa/ha/maj) | 1 | 1 |
synthesized netlist by cell type, drive strengths merged:
library cell  n  area share
ha            1       0.077
xor2          1       0.054
nor2          1       0.023
and3          1       0.069
a31oi         2       0.077
dfxtp         5        0.62
a21o          1       0.046
nor2b         1       0.038
per-layer routing:
metal / track usage / up-vias / wire [um]
met3: 0.02273 / 0 / 99
met1: 0.01935 / 72 / 245
met5: 0 / - / 0
met2: 0.01605 / 10 / 151
li1: - / 76 / -
met4: 0.001761 / 0 / 0
power groups by stage:
stage                 Combinational [mW]  Clock, mW  Sequential, mW
final                       0.0000000938      0.233           0.200
after global routing        0.0000000938      0.257           0.200
after CTS                    0.000000101      0.242           0.200
worst max-delay path, stage by stage (launching register included):
cell     delay (ns)
dfxtp_2        0.31
buf_4          0.14
ha_4           0.16
and3_4         0.18
nor2_1         0.10
final cells by class:
cell class | count | area [um2]
Sequential cell | 5 | 106.4
Timing Repair Buffer | 11 | 95.09
Tap cell | 46 | 57.56
Clock buffer | 4 | 26.28
Multi-Input combinational cell | 8 | 75.07
Fill cell | 405 | 3055
path summary, 6_finish.rpt:
| check | depth (start not counted) | from | end |
|---|---|---|---|
| hold / removal | 2 | S[2] | S[2] |
| hold reg to reg | 2 | S[2] | S[2] |
| setup reg to reg | 4 | S[0] | S[0] |
| setup / recovery | 4 | S[0] | S[0] |
what timing repair did:
item | CTS | global route
hold buffers | 0 | 0
resized | 15 | 2
setup endpoints to repair | 8 | 3
buffers inserted | 1 | 0
pin swaps | 0 | 1
metrics by stage:
stage / setup TNS (ns) / cell area, um2 / utilization / power (mW)
after floorplan: 0 / 162.7 / - / 0.2036
after global placement: -0.02353 / 307.8 / 0.09011 / 0.2036
after detailed placement: -0.04638 / 307.8 / 0.09011 / 0.2036
after CTS: 0 / 357.8 / 0.1048 / 0.4417
after global routing: 0 / 360.3 / 0.1055 / 0.4565
final: 0 / 360.3 / 0.1055 / 0.4335
No activity file was given, so power comes from the tool's default toggle rates.
