===== flow/constraint.sdc =====
current_design somador4bits

set clk_period 3.0
set clk_io_pct 0.2

create_clock -name clk0 -period $clk_period

set non_clock_inputs [all_inputs -no_clocks]
set_input_delay [expr $clk_period * $clk_io_pct] -clock clk0 $non_clock_inputs
set_output_delay [expr $clk_period * $clk_io_pct] -clock clk0 [all_outputs]

===== flow/config.mk =====
export PLATFORM = sky130hd
export DESIGN_NAME = somador4bits
export DESIGN_NICKNAME = somador4bits
export VERILOG_FILES = /design/flow/design.v
export SDC_FILE = /design/flow/constraint.sdc
export NUM_CORES = 4
export LEC_CHECK = 1
export CORE_AREA = 10 10 70 70
export DIE_AREA = 0 0 80 80

===== flow/design.v =====
module somador (A, B, Cin, S, C);
input  A, B, Cin;
output S, C;
assign S = A ^ B ^ Cin;
assign C = ((A & B)|(Cin & (A ^ B)));
endmodule
module somador4bits (A, B, Cin , S, C);
input  [3:0]A;
input  [3:0]B; 
input  Cin;
output [3:0]S;
output C;
wire C0, C1, C2;
somador U0 (A[0], B[0], Cin, S[0], C0);
somador U1 (A[1], B[1], C0, S[1], C1);
somador U2 (A[2], B[2], C1, S[2], C2);
somador U3 (A[3], B[3], C2,S[3], C);
endmodule

===== flow/run.sh =====
#!/bin/bash
# OpenROAD 26Q1-2900-gdf79404cd8, Yosys 0.63+post, stock flow scripts
make -C /OpenROAD-flow-scripts/flow DESIGN_CONFIG=/design/flow/config.mk WORK_HOME=/design/flow/orfs finish

==> flow_summary_export.csv <==
group,metric,value,unit
run_status,status,"complete, no violations",
final_timing,setup_violations,0,
cells_and_area,seq_area,0,um^2
placed_design,gp_congestion,0.818,
global_routing,grt_max_degree,2,
critical_path,crit_fanout,1,
drt,drt_wl_total,399,um
logic_synthesis,top_cells_by_count,"10 x inv_1, 4 x buf_4, 4 x fa_1",
drt,drt-initial-drc-count,0,
pwr,p_leak,0.000144,uW
final_timing,slew_headroom,0.932,
final_timing,period_used_share,0.951,
placed_design,dp_slack,-0.678,ns
floorplan,fp.dieArea,6400,um^2
hold_path,hold_path_depth,5,
pwr,ir_worst_vdd,0.0296,mV
clock_network,postCtsSetupRepairBufs,0,
global_routing,grt_pass1_vias,132,
hold_path,min_from,"B[3]",
critical_path,worstSetupStartpointType,"input port",
logic_synthesis,syn-cell-area,148,um^2
critical_path,cp_slowest_stage_delay,0.39,ns
pwr,power_density,137,nW/um^2
critical_path,crit_family,"adder cells",
cells_and_area,design_area,302,um^2
hold_path,min_to,"S[3]",
logic_synthesis,yosysTopAreaCell,"fa_1",
critical_path,criticalPathCategory,"in2out",
logic_synthesis,ys_seq_share,0,
pwr,p_int,27.3,uW
drt,drc,0,
pwr,p_total,41.4,uW
critical_path,cp_num_buf_inv,6,
drt,vias_per_cell,1.54,
job,cap_viol_max_count,0,
critical_path,cp.arrival,2.25,ns
pwr,p_switching,14.0,uW
drt,diodes,0,
final_timing,fin_ws,0.147,ns
cells_and_area,flop-count,0,
hold_path,holdCritPathClass,"in2out",
pwr,clkPwrFrac,0,
drt,drt-pass1-iter-count,1,
logic_synthesis,top_cell,"inv_1",
floorplan,dieHeight,80,um
final_timing,finalMaxSlewViolations,0,
logic_synthesis,ys_warn_count,0,
critical_path,worstSetupEndpointType,"output pin",
final_timing,tightestPinTransition,0.101,ns
floorplan,fp_util,0.0432,
floorplan,core_area,3420,um^2
logic_synthesis,synth.distinct_cells,3,
critical_path,required,2.40,ns
cells_and_area,areaGrowthSynthToFinish,104,%
cells_and_area,drive_gt1_frac,0.393,
global_routing,antenna_found_initial,0,
critical_path,slowest_stage,"fa_1",
final_timing,post-route-min-period,2.85,ns
final_timing,hold_viol_final,0,
placed_design,dp_hpwl,399,um
logic_synthesis,area_leaders,"fa_1 54%, inv_1 25%, buf_4 20%",
global_routing,overflow,0,
drt,antenna_left,0,
cells_and_area,n_clock_buffer,0,
clock_network,hold_buffers,0,
global_routing,gr-usage-all-layers,0.0125,
placed_design,place_area,315,um^2
final_timing,fmax,350,MHz
drt,dr_total_vias,114,
final_timing,rsz0062_at_grt,"no",
global_routing,grt_pass1_wl,641,um
drt,routedWlPerCell,5.39,um
logic_synthesis,yosysCellCount,18,
job,warnings,32,
pwr,combPwrFrac,1.000,
floorplan,rows,21,
pwr,switching_share,0.340,
logic_synthesis,synth_cells,18,
critical_path,worstPathCellList,"buf_2 > inv_2 > fa_2 > inv_2 > fa_2 > fa_2 > inv_2 > fa_1 > inv_1 > buf_2",
floorplan,io_pins,14,
logic_synthesis,synth_top_area_share,0.542,
logic_synthesis,ys_chip_area,148,um^2
logic_synthesis,syn_area_per_cell,8.20,um^2
placed_design,port_buffers,14,
pwr,pwr-share-seq,0,
floorplan,die_width,80,um
[area by class of cell]
class / instances / area [um^2]
multi-input combinational: 4 / 87.6
fill: 409 / 3110
tap: 46 / 57.6
timing repair buffer: 14 / 119
inverter: 10 / 37.5
[power by group through the flow]
stage         Clock, uW  Combinational, uW  Sequential (uW)
CTS                   0               43.5                0
global route          0               50.6                0
finish                0               41.4                0
[worst max path at each step]
stage	slack, ns	end	cells past startpoint	startpoint
6_report	0.15	S[3]	10	A[0]
5_1_grt	0.007	S[3]	10	A[0]
4_1_cts	0.02	S[3]	7	B[1]
[cell usage in the layout, fill, tap and decap left out]
master | synthesis | final
buf_2 | 0 | 4
clkdlybuf4s50_1 | 0 | 6
dlygate4sd2_1 | 0 | 3
dlymetal6s2s_1 | 0 | 1
fa_1 | 4 | 1
fa_2 | 0 | 3
inv_1 | 10 | 6
inv_2 | 0 | 4
[logic make-up after synthesis]
family     synth area share
buf+inv               0.458
fa+ha+maj             0.542
[stage by stage]
stage	cells	hold WS (ns)	TNS, ns	util
after global routing	74	2.03	0	0.0883
after CTS	74	1.95	0	0.0875
after floorplan	18	1.42	0	-
after global placement	74	2.24	-1.44	0.0923
final	74	1.95	0	0.0883
after detailed placement	74	2.27	-1.47	0.0923
[per-layer routing]
metal,vias to the layer above,global-route usage,share of wire
met5,-,0,0
met1,40,0.0147,0.39
met4,0,0,0
li1,60,-,-
met3,0,0.0205,0.44
met2,14,0.0112,0.17
[repair_timing]
action	in CTS	in global routing
setup endpoints to repair	4	1
resized	22	1
pin swaps	4	3
endpoints found under the hold margin	0	0
[worst min-delay path, cell delays in order]
cell	delay [ns]
clkdlybuf4s50_1	0.39
inv_1	0.07
fa_1	0.15
inv_1	0.03
buf_2	0.10
Power and IR drop assume default switching activity.
